==> design.v <==
module encoder8_3(EI, I, Y, GS, EO);	
	input EI;				 
	input[7:0] I;			 
	output reg[2:0] Y;	 
	output reg GS, EO;	 
	always@(*)
	begin
		if(EI == 0)	 
			begin
			Y <= 3'b000;
			GS <= 0;
			EO <= 0;
			end
		else 
			casex(I)	 
				8'b0000_0000 : begin Y<=3'b000; EO<=1; GS<=0;end
				8'b1xxx_xxxx : begin Y<=3'b111; EO<=0; GS<=1;end
				8'b01xx_xxxx : begin Y<=3'b110; EO<=0; GS<=1;end
				8'b001x_xxxx : begin Y<=3'b101; EO<=0; GS<=1;end
				8'b0001_xxxx : begin Y<=3'b100; EO<=0; GS<=1;end
				8'b0000_1xxx : begin Y<=3'b011; EO<=0; GS<=1;end
				8'b0000_01xx : begin Y<=3'b010; EO<=0; GS<=1;end
				8'b0000_001x : begin Y<=3'b001; EO<=0; GS<=1;end
				8'b0000_0001 : begin Y<=3'b000; EO<=0; GS<=1;end
			endcase
	end	
endmodule
module encoder16_4(EI1, I, L, GS, EO0);
    input EI1;              	 
    input [15:0] I;         	 
    output [3:0] L;				     
    output  GS, EO0;       		 
    wire [2:0] Y0, Y1;
    wire EO1, GS1, GS0;
    encoder8_3 I1(EI1, I[15:8], Y1, GS1, EO1);	 
    encoder8_3 I2(EO1, I[7:0], Y0, GS0, EO0);		 
    assign GS = GS1 | GS0;
    assign L[2:0] = {Y1[2] | Y0[2], Y1[1] | Y0[1], Y1[0] | Y0[0]};
    assign L[3] = GS1;
endmodule  
==> run.sh <==
#!/bin/bash
# OpenROAD 26Q1-2900-gdf79404cd8, Yosys 0.63+post, stock flow scripts
make -C /OpenROAD-flow-scripts/flow DESIGN_CONFIG=/design/flow/config.mk WORK_HOME=/design/flow/orfs finish
==> config.mk <==
export PLATFORM = sky130hd
export DESIGN_NAME = encoder16_4
export DESIGN_NICKNAME = encoder16_4
export VERILOG_FILES = /design/flow/design.v
export SDC_FILE = /design/flow/constraint.sdc
export NUM_CORES = 4
export LEC_CHECK = 1
export CORE_AREA = 10 10 70 70
export DIE_AREA = 0 0 80 80
==> constraint.sdc <==
current_design encoder16_4

set clk_period 1.9
set clk_io_pct 0.2

create_clock -name clk0 -period $clk_period

set non_clock_inputs [all_inputs -no_clocks]
set_input_delay [expr $clk_period * $clk_io_pct] -clock clk0 $non_clock_inputs
set_output_delay [expr $clk_period * $clk_io_pct] -clock clk0 [all_outputs]
==> results_slide.txt <==
Physical Implementation Snapshot

Job
  – Max-Cap Viols: 0
  – Tool warning count: 34

Drt
  – Remaining antenna violation count after routing: 0
  – Vias/cell: 3.21
  – # DRC: 0
  – Iteration-0 DRC Markers: 8
  – Routed wire length: 1.19 mm
  – Wire per inst: 10.2 um
  – DR pass1 iterations: 3
  – Vias: 372
  – # diodes: 0

Floorplanning
  – IO Pins: 23
  – Die Size: 0.00640 mm^2
  – Rows: 21
  – Chip width: 80 um
  – FP Core Util: 6.26%
  – Core area: 0.00342 mm^2
  – Die Ht: 80 um

Place
  – Input/output buffers: 23
  – Detailed placement HPWL: 949 um
  – Pre-CTS setup slack: -0.721 ns
  – RD Place Congestion: 0.814

STA
  – Slew HR: 83.1%
  – Final setup violating endpoints: 0
  – Fin crit share: 98.8%
  – Unrepaired setup endpoints after global routing: true
  – Fin crit period: 1.88 ns
  – Actual slew at the worst max-slew pin: 0.252 ns
  – Final slew viol count: 0
  – Hold_ws: 1.17 ns
  – F_max: 0.533 GHz
  – Final hold vios: 0
  – Final WS setup: 0.0232 ns

Synthesis
  – Cell count listed in synth_stat.txt: 34
  – Syn_area_per_cell: 6.29 um^2
  – Synth Cell Area: 214 um^2
  – Cell variety after synth: 14
  – Ys Warns: 1
  – Yosys chip area: 214 um^2
  – Post-synth seq share: 0%
  – Cell count after synthesis: 34

Global routing
  – Initial antenna violation count: 0
  – First-pass GRT wire length: 1.97 mm
  – GRT Total Usage: 3.67%
  – Grt ovf: 0
  – Largest net degree at the start of global routing: 5
  – Vias in the first global route: 420

Clocking
  – Cts-stage hold buffer count: 0

Setup path
  – CP startpoint kind: input pin
  – Setup CP Type: input pin to output pin
  – Crit path max fanout: 2
  – Worst endpoint required time: 1.52 ns
  – CP endpoint kind: output pin
  – CP arrival: 1.50 ns

Cells and area
  – Layout cells sized above 1: 64.3%
  – Layout area overhead: 198%
  – Clk_buf instances: 0
  – FF/Latch Area: 0 um^2
  – Seq_cells: 0

Power and ir drop
  – Peak supply drop: 0.0658 mV
  – Leak pwr: 0.000278 uW
  – Power per cell area: 159 mW/mm^2

Hold path
  – Worst hold path class: input pin to output pin

Outcome
  – Status: complete, no violations
[cell usage after synthesis]
cell	number	area share (%)
inv_1	5	8.8
o41a_1	1	5.3
or2_1	1	2.9
nor4_4	2	20
and2_1	1	2.9
a21oi_1	8	19
nand2_1	3	5.3
nor4_2	1	5.8
nor3_1	1	2.3
nand2_2	1	2.9
a22o_1	1	4.1
o31ai_1	2	7.0
buf_4	1	3.5
nor2_1	6	11
[power breakdown]
| part | internal (uW) | total (uW) | switching (uW) |
|---|---|---|---|
| Clock | 0 | 0 | 0 |
| Sequential | 0 | 0 | 0 |
| Combinational | 57.5 | 101 | 43.9 |
[cells in the final DEF (no fill, tap or decap), types with 2 or more instances in the layout]
cell             count
buf_2                6
nor2_2               4
buf_6                5
dlygate4sd2_1        7
a21oi_1              2
nor2_1               2
a21oi_2              6
nand2_2              3
buf_4               12
clkdlybuf4s15_1      2
inv_1                4
nor4_4               3
[cells by family (layout without fill, tap and decap cells)]
kind of cell | after synthesis | in the layout | share of synthesized area, %
AND/OR/NAND/NOR | 16 | 16 | 52.6
buffers and inverters | 6 | 42 | 12.3
AND-OR/OR-AND | 12 | 12 | 35.1
[per-stage QoR]
| stage | util (%) | total power, uW | TNS, ns | instances | cell area (um^2) |
|---|---|---|---|---|---|
| floorplan | - | 21.1 | 0 | 34 | 214 |
| global placement | 16.7 | 95.8 | -3.47 | 112 | 569 |
| detailed placement | 16.7 | 96.9 | -3.44 | 112 | 569 |
| CTS | 18.0 | 96.8 | -0.00345 | 116 | 614 |
| global route | 18.7 | 111 | -0.108 | 116 | 638 |
| finish | 18.7 | 101 | 0 | 116 | 638 |
[final cells by class]
type               count  area (um^2)
fillers              386         2780
repair buffers        37          312
multi-input cells     28          250
well taps             46         57.6
inverters              5         18.8
[routing by layer]
layer / track usage, % / part of all wire [%] / up-vias
met4: 0 / 0 / 0
met3: 1.14 / 8.7 / 0
met2: 5.38 / 38 / 18
met1: 5.41 / 53 / 161
li1: - / - / 193
met5: 0 / 0 / -
[repair_timing]
action | in CTS | in global routing
resized | 71 | 11
endpoints found under the setup margin | 6 | 4
pin swaps | 15 | 9
buffers inserted | 4 | 1
[worst max-delay path, stage by stage]
cell and delay (ns):
buf_6 0.10, nor4_4 0.30, nand2_2 0.10, buf_6 0.13, nor4_4 0.25, and2_1 0.15
buf_2 0.09
[worst paths after layout]
check | slack, ns | from | depth (start not counted) | end
setup / recovery | 0.02 | I[14] | 7 | EO0
hold / removal | 1.17 | I[14] | 4 | L[1]
Power and IR drop assume default switching activity.
