**./design.v**
```verilog
module MUX16_1(S, D, Y, Y_n);
	input [3:0] S;
	input [15:0] D;
	output Y, Y_n;
	wire Y0, Y0_n, Y1, Y1_n;
	MUX8_1 I0 (S[3],  S[2:0], D[7:0], Y0, Y0_n);
	MUX8_1 I1 (~S[3], S[2:0], D[15:8], Y1, Y1_n);
	assign Y = Y0 | Y1;
	assign Y_n = Y0_n & Y1_n;
endmodule
module MUX8_1(
	input En,			 
	input [2:0] S,		 
	input [7:0] D,		 
	output reg Y,Yn	 
);
	always @(*) begin
		if(!En) begin
			case(S)
				3'b000:begin Y=D[0]; Yn=~D[0];end
				3'b001:begin Y=D[1]; Yn=~D[1];end
				3'b010:begin Y=D[2]; Yn=~D[2];end
				3'b011:begin Y=D[3]; Yn=~D[3];end
				3'b100:begin Y=D[4]; Yn=~D[4];end
				3'b101:begin Y=D[5]; Yn=~D[5];end
				3'b110:begin Y=D[6]; Yn=~D[6];end
				3'b111:begin Y=D[7]; Yn=~D[7];end
			endcase
		end
		else begin
			Y=0; Yn=1;
		end
	end
endmodule
```
**./run.sh**
```bash
#!/bin/bash
# OpenROAD 26Q1-2900-gdf79404cd8, Yosys 0.63+post, stock flow scripts
make -C /OpenROAD-flow-scripts/flow DESIGN_CONFIG=/design/flow/config.mk WORK_HOME=/design/flow/orfs finish
```
**./config.mk**
```make
export PLATFORM = sky130hd
export DESIGN_NAME = MUX16_1
export DESIGN_NICKNAME = MUX16_1
export VERILOG_FILES = /design/flow/design.v
export SDC_FILE = /design/flow/constraint.sdc
export NUM_CORES = 4
export LEC_CHECK = 1
export CORE_AREA = 10 10 70 70
export DIE_AREA = 0 0 80 80
```
**./constraint.sdc**
```tcl
current_design MUX16_1

set clk_period 2.3
set clk_io_pct 0.2

create_clock -name clk0 -period $clk_period

set non_clock_inputs [all_inputs -no_clocks]
set_input_delay [expr $clk_period * $clk_io_pct] -clock clk0 $non_clock_inputs
set_output_delay [expr $clk_period * $clk_io_pct] -clock clk0 [all_outputs]
```
==> results.py <==
# Auto-generated metrics
metrics = {
    "global_route": {
        "grt-ovfl-total": 0,
        "antenna_found_initial": 0,
        "grt_pass1_wl_mm": 1.50,
        "track_usage_pct": 2.91,
        "grt_start_max_net_pins": 8,
        "grt_pass1_vias": 287,
    },
    "timing": {
        "maxSlewViolCount": 0,
        "fin_tns_setup_ns": 0,
        "finalHoldViolations": 0,
        "period_used_pct": 96.7,
        "rsz0062_at_grt": "false",
        "holdWs_ns": 1.55,
        "fmax_mhz": 449,
        "relSlewSlack_pct": 78.3,
        "setup_violations": 0,
        "fin_crit_ns": 2.22,
        "worst_pin_slew_ns": 0.324,
    },
    "die": {
        "die_y_um": 80,
        "rows": 21,
        "die_area_mm2": 0.00640,
        "die_w_um": 80,
        "fp_util_pct": 5.05,
        "fp.coreArea_mm2": 0.00342,
        "io_pins": 22,
    },
    "min_path": {
        "min_from": "S[2]",
        "hold_path_class": "in -> out",
        "holdPathEnd": "Y_n",
        "hold_depth": 5,
    },
    "detailed_routing": {
        "routed-wl-met3_um": 96,
        "wl_mm": 1.00,
        "wl_met2_um": 313,
        "first_pass_iters": 2,
        "vias": 279,
        "wire_per_inst_um": 11.0,
        "insertedDiodeCount": 0,
        "route.detailed.drc": 0,
        "ant_nets": 0,
        "viasPerCell": 3.07,
        "drt-met1-wl_um": 594,
        "drt_iter0_drc": 3,
        "dr.max_layer_used": "met3",
    },
    "cells_and_area": {
        "seq_area_um2": 0,
        "nFillCells": 401,
        "area_growth_pct": 183,
        "nClkBuffers": 0,
        "logic_area_um2": 186,
        "drive_gt1_share_pct": 37.8,
        "seq_cell_count": 0,
    },
    "pwr": {
        "p_per_area_mw_per_mm2": 165,
        "ir_drop_uv": 47.2,
        "p_leak_nw": 0.179,
    },
    "logic_synthesis": {
        "area_leaders": "o32ai_1 15%, mux2i_1 12%, a311oi_1 10%",
        "postSynthSeqShare_pct": 0,
        "syn_area_um2": 173,
        "postSynthAreaPerCell_um2": 8.63,
        "ys_area_um2": 173,
        "synth_top_area_share_pct": 15.2,
        "top_cell": "o32ai_1",
        "largest_area_cell": "o32ai_1",
        "synthTopCellsByCount": "3 x o32ai_1, 2 x a311oi_1, 2 x mux2i_1, 2 x nand2_1",
        "yosysWarnings": 1,
        "synth_cell_types": 15,
        "ys_cells": 20,
        "synth_cells": 20,
    },
    "setup_path": {
        "cp_slowest_stage_delay_ns": 0.39,
        "crit_required_ns": 1.84,
        "start_kind": "primary input",
        "critPathKind": "in -> out",
        "cpMaxStageDelayCell": "clkdlybuf4s50_1",
        "worstPathCellList": "clkdlybuf4s50_1 > mux2_2 > a221oi_2 > a311oi_2 > o32a_1 > buf_2",
        "worst-path-max-fanout": 2,
        "crit_arrival_ns": 1.76,
        "endpoint_kind": "output port",
    },
    "clock_tree": {
        "cts_setup_buffers": 0,
    },
    "run": {
        "drv_cap": 0,
        "openroad.warnings": 32,
    },
    "placement": {
        "port_buffers": 22,
        "place_congestion": 0.799,
        "dp_hpwl_um": 855,
    },
    "outcome": {
        "outcome": "finished clean",
    },
}
## critical path: cells and delay by family
| family | cells | cell delay [ns] |
|---|---|---|
| buffers and inverters | 2 | 0.50 |
| multiplexers | 1 | 0.27 |
| AND-OR/OR-AND | 3 | 0.53 |
## power breakdown
group	total [mW]	switching [mW]	leakage, nW	internal [mW]
clock	0	0	0	0
sequential	0	0	0	0
combinational	0.0806	0.0275	0.179	0.0532
total	0.0806	0.0275	0.179	0.0532
## metrics by stage
step / setup WS (ns) / power (mW) / util, % / cells / area, um2
floorplan: 0.351 / 0.0260 / - / 20 / 173
global placement: -0.684 / 0.0791 / 13.8 / 91 / 472
detailed placement: -0.672 / 0.0794 / 13.8 / 91 / 472
CTS: 0.00256 / 0.0785 / 14.0 / 91 / 478
global route: 0.000844 / 0.0869 / 14.3 / 91 / 489
finish: 0.0751 / 0.0806 / 14.3 / 91 / 489
## cell families after synthesis
logic type	share of synthesized area [%]
mux	26.8
simple gates	18.8
buf+inv	9.42
compound gates	44.9
## placed cells by master, fill, tap and decap left out, drive strengths merged
cell type      instances
clkdlybuf4s50         15
buf                    7
o32ai                  3
dlygate4sd2            3
a221oi                 2
a311oi                 2
nand2                  2
mux2i                  2
mux2                   2
nand3b                 1
nor2b                  1
nor3                   1
and2                   1
o32a                   1
dlymetal6s2s           1
clkbuf                 1
## cell type report
| cell class | count | area share (%) |
|---|---|---|
| timing repair buffer | 27 | 50.1 |
| multi-input combinational | 18 | 38.1 |
| tap | 46 | 11.8 |
## metal layers
metal	up-vias	global-route usage, %
met5	-	0
met4	0	0
met3	0	0.795
met2	18	3.53
met1	120	4.95
li1	141	-
## worst max-delay path by stage
stage / start / to / depth (start not counted)
final: D[14] / Y / 6
after global routing: S[1] / Y / 6
after CTS: S[2] / Y / 6
## timing repair
| action | 4_1_cts | 5_1_grt |
|---|---|---|
| setup endpoints to repair | 2 | 2 |
| resized | 14 | 6 |
| pin swaps | 4 | 3 |
| hold buffers | 0 | 0 |
No activity file was given, so power comes from the tool's default toggle rates.
