==> flow/design.v <==
module fulladder_4b(
	input [3:0] A,B,		 
	input Cex,				 
	output reg[3:0] S,	 
	output reg CO			 
);
	reg [3:0] P,G;		 
	wire [3:0] C;
	carry_lookahead C1(
	.P(P),
	.G(G),
	.Cex(Cex),
	.C(C)
	);
	always@(*)begin
		P = A^B;		 
		G = A&B;		 
		CO = C[3];
		S[3]=P[3]^C[2];
		S[2]=P[2]^C[1];
		S[1]=P[1]^C[0];
		S[0]=P[0]^Cex;
	end
endmodule
module carry_lookahead(
	input [3:0] P,G,	 
	input Cex,			 
	output reg[3:0] C	 
); 
	always@(*) begin	 
		C[0] = G[0] | (P[0] & Cex );
		C[1] = G[1] | (P[1] & C[0]);
		C[2] = G[2] | (P[2] & C[1]);
		C[3] = G[3] | (P[3] & C[2]);
	end
endmodule
==> flow/run.sh <==
#!/bin/bash
# OpenROAD 26Q1-2900-gdf79404cd8, Yosys 0.63+post, stock flow scripts
make -C /OpenROAD-flow-scripts/flow DESIGN_CONFIG=/design/flow/config.mk WORK_HOME=/design/flow/orfs finish
==> flow/config.mk <==
export PLATFORM = sky130hd
export DESIGN_NAME = fulladder_4b
export DESIGN_NICKNAME = fulladder_4b
export VERILOG_FILES = /design/flow/design.v
export SDC_FILE = /design/flow/constraint.sdc
export NUM_CORES = 4
export LEC_CHECK = 1
export CORE_AREA = 10 10 70 70
export DIE_AREA = 0 0 80 80
==> flow/constraint.sdc <==
current_design fulladder_4b

set clk_period 3.0
set clk_io_pct 0.2

create_clock -name clk0 -period $clk_period

set non_clock_inputs [all_inputs -no_clocks]
set_input_delay [expr $clk_period * $clk_io_pct] -clock clk0 $non_clock_inputs
set_output_delay [expr $clk_period * $clk_io_pct] -clock clk0 [all_outputs]
==> GITHUB_STEP_SUMMARY <==
### Metrics collected by this job

| Metric | Value |
|---|---|
| Ant diodes | 0 |
| Crit path DAT | 2.29 ns |
| Cell Type Count | 2 |
| Core ar. | 0.00342 mm2 |
| Max IR drop VDD | 0.0000431 V |
| Worst Hold Class | primary input to primary output |
| Delay-heaviest family, CP | adder cells |
| First-pass GRT wire length | 745 um |
| WP buf/inv | 6 |
| Beginning of the critical path | A[0] |
| Max-Slew Margin vs Limit | 0.932 |
| RePlAce Congestion | 0.779 |
| Hold_sp | B[1] |
| Vias | 123 |
| Total tool warning count | 32 |
| IO buf count | 14 |
| CP Cell Sequence | buf_2, inv_2, fa_2, inv_2, fa_2, fa_2, inv_2, fa_1, inv_1, buf_2 |
| Number of global-route vias before repair | 150 |
| CP startpoint kind | primary input |
| CP max FO | 1 |
| Pwr/cell area | 138 mW/mm2 |
| CP peak stage delay | 0.41 ns |
| Synthesized area per cell | 8.40 um2 |
| Largest net degree at the start of global routing | 2 |
| Io pins | 14 |
| First-pass detailed-route iteration total | 1 |
| Placed wire-length estimate | 403 um |
| TNS Setup | 0 ns |
| Die area | 0.00640 mm2 |
| Antenna violations before repair | 0 |
| Sequential share of the synthesized area | 0 |
| Fin crit period | 2.89 ns |
| Post-Syn Instances | 14 |
| Chip height | 80 um |
| Placed cell count | 74 |
| Final period util | 0.962 |
| Status | completed |
| Drt drc | 0 |
| Pleak | 0.143 nW |
| Die width | 80 um |
| Core Rows | 21 |
| Sequential Area | 0 um2 |
| Post-DRT Antenna Nets | 0 |
| Synthesis area per yosys | 118 um2 |
| CP Class | primary input to primary output |
| Worst-Margin Slew | 0.102 ns |
| CP Capture Type | primary output |
| Synth-to-layout area growth | 156% |
| Unrepaired setup endpoints after global routing | false |
| Cell area after synthesis | 118 um2 |
| Final slew viol count | 0 |
| Flops | 0 |
| GRT Overall Usage | 0.0142 |
| Slowest cell on crit path | fa_1 |
| Layout cells sized above 1 | 0.429 |
| Max Clk Rate | 346 MHz |
| Grt ovf | 0 |
| Fin. Hold Viols | 0 |
| Setup Fix Bufs, Post-CTS | 0 |
| Ys Warns | 2 |
| Fin Hold WS | 1.95 ns |
| Vias/cell | 1.66 |
| Routed len/inst | 5.81 um |
| Initial drt markers | 0 |
| Max-cap violations | 0 |
| Post-route insts no fill | 74 |
| Final setup fails | 0 |
| Final WL | 430 um |
| Final-layout clock buffer total | 0 |
| Required time worst endpoint | 2.40 ns |
| FP Util | 0.0344 |
| Post-CTS Hold Fix Bufs | 0 |
| # Cells Yosys | 14 |
-- power breakdown --
part           switching (mW)  internal, mW  leakage (nW)
registers                   0             0             0
logic                  0.0141        0.0276         0.143
clock network               0             0             0
total                  0.0141        0.0276         0.143
-- layer usage --
metal,global-route usage,part of all wire,vias to the layer above
li1,-,-,60
met1,0.0201,0.48,50
met2,0.0193,0.30,13
met3,0.00795,0.21,0
met4,0,0,0
met5,0,0,-
-- final cells by class --
cell class / instances / area [um2]
Fill cell: 406 / 3110
Timing Repair Buffer: 14 / 119
Multi-Input combinational cell: 4 / 87.6
Tap cell: 46 / 57.6
Inverter: 10 / 37.5
-- layout by cell type (no fill, tap or decap), drive strengths merged --
| master | n |
|---|---|
| inv | 10 |
| clkdlybuf4s50 | 6 |
| buf | 4 |
| fa | 4 |
| dlygate4sd2 | 3 |
| dlymetal6s2s | 1 |
-- logic make-up after synthesis --
group and synth area share:
fa+ha+maj 0.681, buf+inv 0.319
-- worst min-delay path, cell delays in order --
cell and delay (ns):
dlymetal6s2s_1 0.11, fa_2 0.23, fa_2 0.20, dlygate4sd2_1 0.21
-- final timing paths --
check                 depth (start not counted)  slack (ns)    to
worst max-delay path                         10        0.11  S[3]
worst min-delay path                          4        1.95  S[2]
-- Yosys cell counts --
| cell | instances | area, um2 |
|---|---|---|
| inv_1 | 10 | 37.5 |
| fa_1 | 4 | 80.1 |
-- stage by stage --
stage | instance area [um2] | total power [mW] | utilization | setup slack, ns
5_1_grt | 302 | 0.0497 | 0.0883 | 0.00633
3_3_place_gp | 315 | 0.0481 | 0.0923 | -0.651
4_1_cts | 299 | 0.0442 | 0.0875 | 0.00868
6_report | 302 | 0.0417 | 0.0883 | 0.114
3_5_place_dp | 315 | 0.0490 | 0.0923 | -0.685
2_1_floorplan | 118 | 0.00872 | - | 0.323
-- repair_timing --
item / 4_1_cts / 5_1_grt
endpoints found under the setup margin: 4 / 1
pin swaps: 4 / 2
hold endpoints to repair: 0 / 0
resized: 24 / 1
Power and IR drop assume default switching activity.
